--- design/flow/config.mk ---
export PLATFORM = sky130hd
export DESIGN_NAME = counter
export DESIGN_NICKNAME = counter
export VERILOG_FILES = /design/flow/design.v
export SDC_FILE = /design/flow/constraint.sdc
export NUM_CORES = 4
export LEC_CHECK = 1
export CORE_AREA = 10 10 70 70
export DIE_AREA = 0 0 80 80
--- design/flow/constraint.sdc ---
current_design counter

set clk_period 1.1
set clk_io_pct 0.2

create_clock -name clk0 -period $clk_period [get_ports {clk}]

set non_clock_inputs [all_inputs -no_clocks]
set_input_delay [expr $clk_period * $clk_io_pct] -clock clk0 $non_clock_inputs
set_output_delay [expr $clk_period * $clk_io_pct] -clock clk0 [all_outputs]
--- design/flow/run.sh ---
#!/bin/bash
# OpenROAD 26Q1-2900-gdf79404cd8, Yosys 0.63+post, stock flow scripts
make -C /OpenROAD-flow-scripts/flow DESIGN_CONFIG=/design/flow/config.mk WORK_HOME=/design/flow/orfs finish
--- design/flow/design.v ---
package FlowPifoPkg;
localparam  MAX_PACKET_PRIORITY     =   (255);   
localparam  PRIORITY_WIDTH          =   $clog2(MAX_PACKET_PRIORITY+1);  
localparam  PACKET_POINTER_WIDTH    =   (8);
localparam  NUM_FLOWS               =   (4);
localparam  FIFO_DEPTH              =   (10);
localparam  PREFETCH_BUFFER_DEPTH   =   (1);
localparam  FLOW_ID_WIDTH           =   $clog2(NUM_FLOWS+1);
typedef logic [PRIORITY_WIDTH-1:0]          Priority;
typedef logic [FLOW_ID_WIDTH-1:0]           FlowId;
endpackage
module counter(
    clk,
    reset,
    i__inc,
    o__count,
    o__count__next
);
parameter NUM_COUNT                     = 8;
parameter COUNT_WIDTH                   = $clog2(NUM_COUNT);
parameter INIT_VALUE                    = 1'b0;
input  logic                            clk;
input  logic                            reset;
input  logic                            i__inc;
output logic [COUNT_WIDTH-1:0]          o__count;
output logic [COUNT_WIDTH-1:0]          o__count__next;
logic [COUNT_WIDTH-1:0]                 w__max_count;
logic [COUNT_WIDTH-1:0]                 r__count__pff;
logic [COUNT_WIDTH-1:0]                 w__count__next;
assign o__count         = r__count__pff;
assign o__count__next   = w__count__next;
always_comb
begin
    w__max_count = NUM_COUNT - 1'b1;
end
always_comb
begin
    w__count__next = r__count__pff;
    if(i__inc == 1'b1)
    begin
        if(r__count__pff == w__max_count)
        begin
            w__count__next = '0;
        end
        else
        begin
            w__count__next = r__count__pff + 1'b1;
        end
    end
end
always_ff @ (posedge clk)
begin
    if(reset == 1'b1)
    begin
        r__count__pff <= INIT_VALUE;
    end
    else
    begin
        r__count__pff <= w__count__next;
    end
end
endmodule
==> results_slide.txt <==
Synthesis and Place & Route Summary

Status
  – Status: finished, violations left
  – Violated checks: setup timing

Setup path
  – CP max stage delay: 0.32 ns
  – WP data required: 0.88 ns
  – Worst EP arrival: 1.29 ns
  – Buf+Inv Stages, Crit Path: 1
  – CP Capture Type: output pin
  – CP startpoint kind: register
  – Delay-heaviest family, CP: adder cells
  – Most used cell, CP: ha_4
  – Slowest CP cell: dfxtp_2
  – Critical Path Fanout Max: 2
  – WS Path Type: register to output pin
  – Worst path cell trace: ha_4 > ha_4 > mux2_4 > buf_2

Finish
  – Area grow syn2layout: 158.0%
  – Final core utilization: 13.04%
  – Seq. cell area: 63.81 sq um
  – Top reg by flops: r__count__pff
  – MI comb area: 151.4 sq um
  – Layout fillers: 392
  – Share of cells above drive strength 1: 77.14%
  – Finished layout cell area: 445.4 sq um
  – Max reg flops: 3
  – Biggest regs: r__count__pff: 3 flops

CTS
  – Clk sinks: 3
  – Clock Latency Late Sink: 0.23 ns
  – H-tree depth: 1
  – CTS root buf: clkbuf_4
  – CTS tree: done
  – Clock tree buffer depth: 2
  – Cts bufs inserted: 3
  – Clock transition at path regs: 0.04 ns

Timing
  – # setup viols final: 6
  – Worst-Margin Slew: 0.2959 ns
  – Hold Worst Slack: between 0.6 and 0.7 ns
  – RSZ-0062 raised after global routing: yes
  – Setup slack after layout: -0.4052 ns
  – Clock Skews: 0.001299 ns
  – Period minus WS final: 1.505 ns
  – Final Hold Viols: 0
  – Maximum clock rate: 0.6644 GHz
  – Final Max Tran Viols: 0
  – Relative slew slack: 80.27%
  – Fin crit share: 136.8%

Routing
  – Starting DRC count in detailed routing: 2
  – Drt drc: 0
  – First-pass DRT Iterations: 2
  – Wirelength per Cell: 8.309 um
  – ANT nets after route: 0
  – Vias per Instance: ~2.3
  – Diode count: 0
  – Final WL: 673 um
  – Via count: 190

Floorplanning
  – Die width: 80 um
  – I/O pin cnt: 9
  – Die area: roughly 6400 sq um
  – Init Core Util: under 10%
  – Num rows: 21
  – Die Ht: roughly 80 um
  – CORE AREA: 3416 sq um

Yosys
  – Distinct lib cells used: 8
  – Yosys cell count: 14
  – Register bit total from synthesis: 3
  – Seq share, synth: 34.78%
  – Post-Syn Area: 172.7 sq um
  – Syn Area/Cell: 12.33 sq um
  – Mapped Cells: 14
  – Chip Area, Yosys: 172.7 sq um
  – YS warnings: 1

Worst hold path
  – Min-delay worst type: primary input to register

Power
  – Power per cell area: between 900 and 1000 nW/um^2
  – P_int: 0.3392 mW
  – Combinational power share: 27.9%
  – Clock share of power: 43.9%
  – Total power: 0.4406 mW
  – P_leak: 0.1857 nW
  – Reg power frac: 28.2%
  – Net Sw Frac: a little under a quarter
  – Sw power: a little over 0.1 mW
  – Peak supply drop: 0.1936 mV

Global routing
  – Initial antenna violation count: 0
  – Largest net degree at the start of global routing: 5
  – Global-route wire length before repair: about 1100 um
  – Vias in the first global route: between 200 and 250
  – Congestion Overflow GR: 0
  – Tot GR Track Use: 2.198%

Run
  – Max_cap viols: 0
  – OpenROAD warning count: 28

Placed design
  – PortBufs: 8
  – Placer Congestion: 0.7464
  – Pre-CTS setup slack: -0.6771 ns
  – Post-DP HPWL: a little over 500 um
  – DP Area: a little under 400 sq um
[stage by stage]
| stage | setup TNS (ns) | instances |
|---|---|---|
| after floorplan | -0.05264 | 14 |
| after global placement | -2.886 | 75 |
| after detailed placement | -2.854 | 75 |
| after CTS | -1.717 | 81 |
| after global routing | -1.982 | 81 |
| final | -1.620 | 81 |
[worst reg2reg max path: cells and delay by family (launching register included)]
| family | cells | cell delay (ns) |
|---|---|---|
| multiplexers | 1 | 0.26 |
| AND/OR/NAND/NOR | 1 | 0.12 |
| adder cells (fa/ha/maj) | 2 | 0.36 |
| flip-flops | 1 | 0.32 |
[synthesized netlist by cell type]
library cell  count  share of area (%)
dfxtp_1           3                 35
or2_1             1                3.6
nor2b_4           2                 16
ha_1              2                 14
nand2b_1          2                7.2
mux2_4            2                 17
o22ai_1           1                3.6
o21ai_1           1                2.9
[metal layers]
metal	vias to the layer above	share of wire [%]	track usage, %
met4	0	0	0.5282
met2	8	41	2.970
met5	-	0	0
li1	92	-	-
met1	90	41	2.319
met3	0	18	2.273
[timing repair]
| action | 4_1_cts | 5_1_grt |
|---|---|---|
| pin swaps | 2 | 1 |
| hold buffers | 0 | 0 |
| setup buffers | 2 | 1 |
| endpoints found under the setup margin | 8 | 7 |
| resized | 21 | 2 |
[final cells by class]
type	instances	area share [%]
timing repair buffer	17	32.87
tap	46	12.92
multi-input combinational	11	33.99
clock buffer	4	5.899
sequential	3	14.33
[cells in the final DEF (no fill, tap or decap)]
master	count
buf_2	3
buf_4	5
buf_6	5
clkbuf_1	1
clkbuf_4	3
clkdlybuf4s50_1	2
dfxtp_2	3
dlygate4sd2_1	2
ha_4	2
mux2_4	2
nand2b_1	1
nand2b_4	1
nor2b_4	2
o21ai_1	1
o22ai_2	1
or2_1	1
[worst paths after layout]
kind                          startpoint                          end  slack, ns  depth (start not counted)
min                               i__inc  r__count__pff[0]$_SDFF_PP0_       0.60                          4
max          r__count__pff[0]$_SDFF_PP0_            o__count__next[2]      -0.41                          4
min reg2reg  r__count__pff[2]$_SDFF_PP0_  r__count__pff[0]$_SDFF_PP0_       0.71                          3
max reg2reg  r__count__pff[0]$_SDFF_PP0_  r__count__pff[2]$_SDFF_PP0_      -0.07                          4
[kinds of logic after synthesis]
logic type	count (synthesis)	synth area share (%)
compound gates	2	6.521
simple gates	5	26.81
fa+ha+maj	2	14.49
mux	2	17.39
flops	3	34.78
[power groups by stage]
stage	combinational, mW	clock [mW]	sequential, mW
6_report	0.123	0.194	0.124
5_1_grt	0.137	0.223	0.125
4_1_cts	0.122	0.204	0.124
No activity file was given, so power comes from the tool's default toggle rates.
